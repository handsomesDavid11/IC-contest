**flow/design.v**
```verilog
module LASER (
input CLK,
input RST,
input [3:0] X,
input [3:0] Y,
output reg [3:0] C1X,
output reg [3:0] C1Y,
output reg [3:0] C2X,
output reg [3:0] C2Y,
output  DONE);
    reg [2:0] curr_state,next_state;
    localparam READDATA = 3'b000,
                BUSY = 3'b001,
                FINISH = 3'b010;
    always @(posedge CLK or posedge RST) begin
        if(RST)
            curr_state <= 3'b000;
        else
            curr_state <= next_state;
    end
    wire read_done;
    wire busy_done;
    reg [3:0] reg_X [39:0]; 
    reg [3:0] reg_Y [39:0]; 
    reg [5:0] cnt;
    reg [3:0] tmp_x,tmp_y;
        reg [3:0] find_cnt;
    assign DONE = (curr_state == FINISH);
    assign read_done = (curr_state == READDATA) & (cnt == 6'd40);
    assign busy_done = find_cnt == 4'd3;
    always @(*) begin
        case(curr_state)
            READDATA:begin
                if(read_done)                                              
                    next_state = BUSY;
                else
                    next_state = READDATA;  
            end
            BUSY:begin
                if(busy_done)
                    next_state = FINISH;
                else
                    next_state = BUSY;
            end
            default:begin
                next_state = READDATA;
            end
        endcase
    end
    always @(posedge CLK or posedge RST) begin
        if(RST)
            cnt <= 6'b0;
        else if((curr_state == READDATA) & (next_state == BUSY))
            cnt <= 6'b0;
        else if(curr_state == READDATA)
            cnt <= cnt + 1'b1; 
        else if(curr_state == BUSY)
            cnt <=(cnt == 6'd40)?6'b0 :( cnt + 1'b1);
        else 
            cnt <= 6'b0;
    end
    always @(posedge CLK) begin
        if(curr_state == READDATA) begin
            reg_X[cnt] <= X;
            reg_Y[cnt] <= Y;
        end
    end
    always @(posedge CLK or posedge RST) begin
        if(RST) begin
            tmp_x <= 4'b0;
            tmp_y <= 4'b0;
        end 
        else if(curr_state == BUSY) begin
            if((tmp_x == 4'd15) & (cnt == 6'd40)) begin
                tmp_x <= 4'd0;
                tmp_y <= tmp_y + 1'b1;
            end
            else if(cnt == 6'd40)
                tmp_x <= tmp_x + 1'b1;
            else begin
                tmp_x <= tmp_x;
                tmp_y <= tmp_y;
            end            
        end
        else begin
            tmp_x <= 4'b0;
            tmp_y <= 4'b0;
        end
    end
    reg cur_circle;
    reg [4:0] dist_x1, dist_x2, dist_y1, dist_y2;
    reg [4:0] tmp_max_x,tmp_max_y;
    reg [5:0] max_point, tmp_max;
    always @(posedge CLK or posedge RST) begin
        if(RST) begin
            cur_circle <= 1'b1;
        end
        else if((curr_state == BUSY) & (cnt == 6'd40) & (tmp_y == 6'd15) & (tmp_x == 6'd15)) begin
            cur_circle <= !cur_circle;
        end
        else begin
            cur_circle <= cur_circle;
        end
    end
    always @(posedge CLK or posedge RST) begin
        if(RST) begin
            find_cnt <= 4'b0;
        end
        else if(find_cnt == 4'd3)
            find_cnt <= 4'b0 ;
        else if((curr_state == BUSY) & (cnt == 6'd40) & (tmp_y == 6'd15) & (tmp_x == 6'd15)) begin
            find_cnt <= find_cnt + 4'b1;
        end
        else begin
            find_cnt <= find_cnt ;
        end
    end
    always @(posedge CLK or posedge RST) begin
        if(RST)
            max_point <= 6'd0;
        else if(tmp_max > max_point)
            max_point <= tmp_max;
        else if(busy_done)
            max_point <= 6'd0;
        else
            max_point <= max_point;
    end
    always @(posedge CLK or posedge RST) begin
        if(RST) begin
            C1X <= 4'b0;
            C2X <= 4'b0;
            C1Y <= 4'b0;
            C2Y <= 4'b0;
        end
        else if(tmp_max >= max_point) begin
            if(cur_circle) begin
                C2X <= tmp_x;
                C2Y <= tmp_y;
            end
            else begin
                C1X <= tmp_x;
                C1Y <= tmp_y;
            end
        end
        else if(DONE )begin
            C1X <= 4'b0;
            C2X <= 4'b0;
            C1Y <= 4'b0;
            C2Y <= 4'b0;
        end
        else begin
            C1X <= C1X;
            C2X <= C2X;
            C1Y <= C1Y;
            C2Y <= C2Y;
        end
    end
    always @(posedge CLK or posedge RST) begin
        if(RST)
            tmp_max <= 6'b0;
        else if(cnt == 6'd40)
            tmp_max <= 6'b0;
        else if(curr_state == BUSY)
            tmp_max <= tmp_max + 
            ((dist_x1 + dist_y1 <= 6'd4) || (dist_x1 <= 3 & dist_y1 <= 2) || (dist_x1 <= 2 & dist_y1 <= 3)
            || (dist_x2 + dist_y2 <= 6'd4) || (dist_x2 <= 3 & dist_y2 <= 2) || (dist_x2 <= 2 & dist_y2 <= 3));
        else
            tmp_max <= 6'b0;
    end
    always @(*) begin
        if(cnt ==6'd40) begin
            dist_x1 = 5'd10;
            dist_y1 = 5'd10;
            dist_x2 = 5'd10;
            dist_y2 = 5'd10;
        end
        else if(!cur_circle) begin
            dist_x1 = (tmp_x > reg_X[cnt])? tmp_x - reg_X[cnt] : reg_X[cnt] - tmp_x;
            dist_y1 = (tmp_y > reg_Y[cnt])? tmp_y - reg_Y[cnt] : reg_Y[cnt] - tmp_y;
            dist_x2 = (C2X > reg_X[cnt])? C2X - reg_X[cnt] : reg_X[cnt] - C2X;
            dist_y2 = (C2Y > reg_Y[cnt])? C2Y - reg_Y[cnt] : reg_Y[cnt] - C2Y;
        end else begin
            dist_x1 = (tmp_x > reg_X[cnt])? tmp_x - reg_X[cnt] : reg_X[cnt] - tmp_x;
            dist_y1 = (tmp_y > reg_Y[cnt])? tmp_y - reg_Y[cnt] : reg_Y[cnt] - tmp_y;
            dist_x2 = (C1X > reg_X[cnt])? C1X - reg_X[cnt] : reg_X[cnt] - C1X;
            dist_y2 = (C1Y > reg_Y[cnt])? C1Y - reg_Y[cnt] : reg_Y[cnt] - C1Y;
        end
    end
endmodule
```
**flow/run.sh**
```bash
#!/bin/bash
# OpenROAD 26Q1-2900-gdf79404cd8, Yosys 0.63+post, stock flow scripts
make -C /OpenROAD-flow-scripts/flow DESIGN_CONFIG=/design/flow/config.mk WORK_HOME=/design/flow/orfs finish
```
**flow/config.mk**
```make
export PLATFORM = sky130hd
export DESIGN_NAME = LASER
export DESIGN_NICKNAME = LASER
export VERILOG_FILES = /design/flow/design.v
export SDC_FILE = /design/flow/constraint.sdc
export NUM_CORES = 4
export LEC_CHECK = 1
export CORE_UTILIZATION = 30
```
**flow/constraint.sdc**
```tcl
current_design LASER

set clk_period 12.9
set clk_io_pct 0.2

create_clock -name clk0 -period $clk_period [get_ports {CLK}]

set non_clock_inputs [all_inputs -no_clocks]
set_input_delay [expr $clk_period * $clk_io_pct] -clock clk0 $non_clock_inputs
set_output_delay [expr $clk_period * $clk_io_pct] -clock clk0 [all_outputs]
```
==> qor.yml <==
global_routing:
  grt_pass1_vias: 11200
  grt-busiest-layer: "met2"
  gr-usage-met1_pct: 22.0
  antenna_found_initial: 0
  grtUsageMet3_pct: 7.92
  grt.total_usage_pct: 15.9
  use_met2_pct: 24.0
  grt-ovfl-total: 0
  grt_max_degree: 54
  grt_pass1_wl_mm: 66.9
floorplan:
  chipHeight_um: 241
  pin_count: 27
  row_count: 87
  chipArea_mm2: 0.0582
  die_x_um: 241
  fp_util_pct: 30.4
  core_mm2: 0.0565
cts:
  ctsLongestPathBuffers: 3
  clkSinkCount: 370
  cts_resized: 0
  tritoncts: "done"
  cts_root_buf: "clkbuf_16"
  h-tree-depth: 2
  cts_hold_buf: 0
  insertion_delay_ns: 0.55
  cts-buffers-inserted: 37
  path_clk_slew_ns: 0.06
  postCtsSetupBuffers: 0
synth:
  netlist-cell-type-count: 78
  yosysTopAreaCellShare_pct: 55.9
  ys_cells: 1288
  yosys.stat.seqShare_pct: 63.2
  synth_area_leader_cell: "edfxtp_1"
  yosys-stat-area_mm2: 0.0172
  top_cells_by_area: "edfxtp_1 56%, a22oi_1 7.3%, dfrtp_1 7.0%, ha_1 5.2%, nor2_1 2.0%"
  flop_cell: "edfxtp_1"
  syn_avg_cell_area_um2: 13.3
  synth_area_mm2: 0.0172
  synth_flops: 370
  synth_cells: 1288
  edf_count: 320
  yosysWarnings: 1
  async_flop_share_pct: 13.5
drt:
  antenna_cells: 0
  dr.pass1.iters: 7
  drt_iter0_drc: 773
  routed_via_density: 5.27
  drt-total-wl_mm: 43.2
  routedWlPerCell_um: 20.6
  drc: 0
  ant_nets: 0
  num_vias: 11100
place:
  place_hpwl_mm: 27.8
  place_ws_ns: 6.25
  port_buffers: 26
  gp_congestion: 0.926
timing:
  max_freq_ghz: 0.148
  drv_slew: 0
  setup_viol: 0
  finClkSkew_ns: 0.0244
  rsz0062_at_grt: "false"
  fin_crit_ns: 6.75
  tightest_slew_ns: 1.01
  slew_headroom_pct: 32.5
  hold_viol_final: 0
  layout_setup_ws_ns: 6.15
  fin_setup_tns_ns: 0
  finalCritPeriodShare_pct: 52.3
  fin_hold_ws_ns: 0.505
power:
  leakagePower_nw: 6.59
  max-vdd-ir-drop_v: 0.0000987
  powerDensity_mw_per_mm2: 122
run:
  log.warning_count: 50
  maxCapViolations: 0
layout:
  fillers: 5322
  multiInputGateArea_mm2: 0.00578
  area_growth_pct: 14.3
  fin_util_pct: 34.8
  seq_area_mm2: 0.0109
  drive_gt1_share_pct: 9.75
critical_path:
  start_kind: "register"
  path_buffers: 3
  rrSetupSlack_ns: 6.15
  crit_fanout: 34
  cp-end-kind: "register"
  crit_path_max_incr_delay_ns: 0.67
  crit_arrival_ns: 7.18
  cpMostUsedCell: "ha_1"
  slowest_stage: "o2111a_1"
  critical_path_required_ns: 13.34
  critPathKind: "register to register"
  cp_top_family: "AND-OR/OR-AND gates"
status:
  status: "finished clean"
worst_hold_path:
  min_path_type: "register to register"
cells by family after synthesis:
| kind of cell | share of synthesized area (%) |
|---|---|
| AND-OR/OR-AND | 14.9 |
| multiplexers | 1.34 |
| buffers and inverters | 3.44 |
| flip-flops | 63.2 |
| XOR/XNOR | 1.12 |
| adder cells (fa/ha/maj) | 6.80 |
| AND/OR/NAND/NOR | 9.20 |
cells in the mapped netlist (15+ instances only):
cell type  count
a21oi_1       26
a22oi_1      167
a311oi_1      15
and3_1        20
buf_2         18
clkbuf_1      47
dfrtp_1       48
edfxtp_1     320
ha_1          71
inv_1         63
nand2_1       53
nand3_1       19
nand4_1       40
nor2_1        90
nor2b_1       19
o21ai_0       24
o41ai_1       16
xnor2_1       19
worst register-to-register path: cells and delay by family, from the launching register on:
family	cells	cell delay [ns]
AND-OR/OR-AND	8	2.33
XOR/XNOR	2	0.20
adder cells (fa/ha/maj)	4	1.19
buffers and inverters	3	0.88
flip-flops	1	0.61
multiplexers	2	0.38
AND/OR/NAND/NOR	8	1.01
state kept, by name, summed over array words and instances (netlist names), 6 cells and up:
| signal | flops |
|---|---|
| cnt | 6 |
| max_point | 6 |
| reg_X | 160 |
| reg_Y | 160 |
| tmp_max | 6 |
report_power, final:
| part | internal (mW) | leakage, nW | switching [mW] | total, mW |
|---|---|---|---|---|
| sequential | 1.30 | 3.57 | 0 | 1.30 |
| combinational | 0.00419 | 2.44 | 0.0197 | 0.0239 |
| clock | 0.616 | 0.581 | 0.453 | 1.07 |
layout make-up:
| cell class | instances | area share [%] |
|---|---|---|
| Timing Repair Buffer | 73 | 3.12 |
| Clock buffer | 45 | 4.87 |
| Clock inverter | 18 | 1.25 |
| Multi-Input combinational cell | 774 | 29.4 |
| Sequential cell | 370 | 55.3 |
| Tap cell | 756 | 4.82 |
| Inverter | 64 | 1.22 |
cells in the final DEF, fill, tap and decap left out, types with 8 or more instances in the layout:
cell type          n
a211oi_1          13
a21oi_1           26
a22oi_1          167
a311oi_1          15
a31oi_1           14
and3_1            17
buf_4             47
clkbuf_1           8
clkbuf_16         37
clkdlybuf4s50_1   26
dfrtp_1           48
edfxtp_1         320
fa_1              14
ha_1              71
inv_1             62
mux2i_1           14
nand2_1           53
nand3_1           19
nand4_1           40
nor2_1            89
nor2b_1           19
nor3_1            10
o21ai_0           24
o41ai_1           16
or3_1              8
xnor2_1           19
per-layer routing:
layer  wire length (um)  vias up
li1                   -     5118
met1              18000     5386
met2              19700      513
met3               4780       53
met4                653        0
met5                  0        -
worst paths after layout:
path | startpoint | end | cells past startpoint
max in group asynchronous | RST | C2Y[0]$_DFFE_PP0P_ | 3
min | find_cnt[3]$_DFFE_PP0P_ | find_cnt[3]$_DFFE_PP0P_ | 1
min in group asynchronous | RST | max_point[2]$_DFFE_PP0P_ | 3
max reg2reg | cnt[0]$_DFF_PP0_ | tmp_max[4]$_DFF_PP0_ | 27
min reg2reg | find_cnt[3]$_DFFE_PP0P_ | find_cnt[3]$_DFFE_PP0P_ | 1
max | cnt[0]$_DFF_PP0_ | tmp_max[4]$_DFF_PP0_ | 27
metrics by stage:
step | total power, mW | std cells | area (um^2)
2_1_floorplan | 1.33 | 1288 | 17200
3_3_place_gp | 1.35 | 2037 | 18400
3_5_place_dp | 1.35 | 2037 | 18400
4_1_cts | 2.42 | 2100 | 19600
5_1_grt | 2.46 | 2100 | 19600
6_report | 2.39 | 2100 | 19600
No activity file was given, so power comes from the tool's default toggle rates.
